<file path="config.mk">
export PLATFORM = sky130hd
export DESIGN_NAME = A2_task
export DESIGN_NICKNAME = A2_task
export VERILOG_FILES = /design/flow/design.v
export SDC_FILE = /design/flow/constraint.sdc
export NUM_CORES = 4
export LEC_CHECK = 1
export CORE_AREA = 10 10 79 79
export DIE_AREA = 0 0 89 89
</file>
<file path="constraint.sdc">
current_design A2_task

set clk_period 3.7
set clk_io_pct 0.2

create_clock -name clk0 -period $clk_period [get_ports {clk_i}]

set non_clock_inputs [all_inputs -no_clocks]
set_input_delay [expr $clk_period * $clk_io_pct] -clock clk0 $non_clock_inputs
set_output_delay [expr $clk_period * $clk_io_pct] -clock clk0 [all_outputs]
</file>
<file path="design.v">
module A2_task
#( parameter WIDTH = 8, VAL_BITS = 3 )
(
  input logic                 clk_i, srst_i, 
  input logic                 data_val_i,
  input logic  [WIDTH-1:0]    data_i,
  input logic  [VAL_BITS-1:0] data_mod_i,
  output logic                ser_data_o,
  output logic                ser_data_val_o,
  output logic                busy_o
);  
logic          [WIDTH-1:0]    data_temp;
logic          [VAL_BITS-1:0] val_width;
logic                         sh_flag, start_flag;
logic [VAL_BITS:0]  sh_count;
always_comb
  begin
    start_flag = 0;
      if ( ( data_val_i ) & ( !busy_o ) & ( data_mod_i >= 3 ) ) 
        begin
          start_flag = 1;
        end
  end
always_ff @( posedge clk_i )
begin
  if ( srst_i ) 
    begin
      data_temp      <= 0;
      val_width      <= 0;
      ser_data_o     <= 0;
      ser_data_val_o <= 0;
      busy_o         <= 0;
      sh_count       <= 0;
      sh_flag        <= 0;
    end
  else 
    if ( start_flag )
      begin
        data_temp <= data_i;
        val_width <= data_mod_i - 1;
        busy_o    <= 1;
        sh_count  <= 0;
      end
  if ( ( busy_o ) & ( sh_count <= val_width ) ) 
    begin
      ser_data_val_o <= 1;
      sh_flag        <= 1;
      ser_data_o     <= data_temp[ ( ( WIDTH-1 ) - sh_count ) ];
      sh_count       <= sh_count + 1;
    end
  else 
    if ( sh_flag ) 
      begin
        ser_data_val_o <= 0;
        busy_o         <= 0;
        sh_flag        <= 0;
        ser_data_o     <= 0;
      end
end
endmodule
</file>
<file path="run.sh">
#!/bin/bash
# OpenROAD 26Q1-2900-gdf79404cd8, Yosys 0.63+post, stock flow scripts
make -C /OpenROAD-flow-scripts/flow DESIGN_CONFIG=/design/flow/config.mk WORK_HOME=/design/flow/orfs finish
</file>
==> impl_metrics.json <==
{
  "worst_slew_pin_slew_ns": 0.734,
  "drtIter0Drc": 27,
  "setup.worst_path.start_class": "primary input",
  "timing.setup.tns_ns": 0,
  "hold_path_class": "reg -> reg",
  "cp-end-kind": "flip-flop",
  "rsz0062_at_grt": "no",
  "io_pins": 17,
  "routed_wl_mm": 1.65,
  "rr_worst_depth": 5,
  "clock_skew_ns": 0.00418,
  "dieHeight_um": 89,
  "post_drt_wl_per_cell_um": 10.3,
  "reg2reg_to": "sh_count[2]$_SDFFCE_PN0P_",
  "cts_root_buffer": "clkbuf_8",
  "antenna_found_initial": 0,
  "cts_made_buffers": 3,
  "seq_area_sq_um": 430,
  "edf_count": 5,
  "clk_latency_ns": 0.25,
  "yosys_warnings": 1,
  "avgViaCountPerCell": 4.04,
  "ctsHoldBuffers": 0,
  "critPathKind": "in -> reg",
  "mostFrequentLayoutCells": "nor2_1 (16), clkdlybuf4s50_1 (16), dfxtp_1 (14)",
  "drv_slew": 0,
  "async_flop_share_pct": 0,
  "synth_top_flop_cell": "dfxtp_1",
  "cp_num_buf_inv": 2,
  "dpl.cell_count": 155,
  "num-fill-cells": 477,
  "grt_start_max_net_pins": 15,
  "cp.required_ns": 3.82,
  "hold_path_end": "ser_data_val_o$_SDFFE_PP1P_",
  "cts_setup_buffers": 0,
  "clock_path_buffers": 2,
  "ctsResizeCount": 0,
  "cts.clk_slew.worst_paths_ns": 0.07,
  "reg2reg_from": "sh_count[2]$_SDFFCE_PN0P_",
  "path_cells": "clkdlybuf4s50_1 -> ha_1 -> a211oi_2 -> nor3b_2 -> buf_4 -> mux2i_1 -> nor2_1",
  "status": "complete, no violations",
  "warnings": 26,
  "ys_area_sq_um": 920,
  "whs_path_depth": 2,
  "r2r_slack_ns": 1.59,
  "cpLargestDelayFamily": "buffers and inverters",
  "syn2layout_area_growth_pct": 26.1,
  "relSlewSlack_pct": 50.8,
  "period_needed_ns": 2.56,
  "drive_gt1_share_pct": 9.52,
  "place_hpwl_mm": 1.32,
  "rows": 25,
  "ys.flops": 19,
  "place_congestion": 0.758,
  "cts_tree": "done",
  "ir_worst_vdd_mv": 0.175,
  "dpl-instance-area_sq_um": 1110,
  "die_area_sq_um": 7920,
  "grt_pass1_wl_mm": 2.78,
  "ys_cells": 88,
  "fp_util_pct": 19.7,
  "grt_pass1_vias": 639,
  "die_x_um": 89,
  "diodes": 0,
  "fin_ws_ns": 1.14,
  "hold_start": "ser_data_val_o$_SDFFE_PP1P_",
  "power_density_nw_per_um2": 512,
  "synth_seq_share_pct": 46.8,
  "crit_fanout": 10,
  "max_freq_mhz": 391,
  "final_hold_viol_count": 0,
  "vias": 642,
  "finish.instance_area_sq_um": 1160,
  "htree_num_levels": 1,
  "cts_sinks": 19,
  "cpPeakStageDelay_ns": 0.61,
  "grt_use_total_pct": 4.32,
  "fin_cells": 159,
  "fin_util_pct": 24.9,
  "mi_logic_area_sq_um": 419,
  "first_pass_iters": 3,
  "synth_area_sq_um": 920,
  "antenna_left": 0,
  "io_buffers": 16,
  "postSynthCellCount": 88,
  "p_leak_uw": 0.000455,
  "synthDistinctLibCells": 24,
  "max_cap_viol_count": 0,
  "drcViolationCount": 0,
  "arrival_ns": 2.68,
  "dp_slack_ns": 0.904,
  "critical_path.slowest_cell": "nor3b_2",
  "finalCritPeriodShare_pct": 69.1,
  "grt-ovfl-total": 0,
  "avgSynthCellArea_sq_um": 10.5,
  "setup_viol": 0,
  "design.core.area_sq_um": 4660
}
## cell usage after synthesis (2+ instances only)
master | instances | area [sq um]
nor2_1 | 16 | 60.1
dfxtp_1 | 14 | 280
mux2i_1 | 10 | 100
inv_1 | 8 | 30.0
ha_1 | 6 | 75.1
edfxtp_1 | 5 | 150
nand2_1 | 4 | 15.0
nand3_1 | 4 | 20.0
a211oi_1 | 3 | 22.5
a211oi_2 | 2 | 25.0
nor2_2 | 2 | 12.5
xnor2_1 | 2 | 17.5
## worst max path at each step
stage	startpoint	end	slack (ns)	depth (start not counted)
after CTS	data_mod_i[0]	data_temp[1]$_SDFFE_PP0P_	1.16	7
after global routing	data_mod_i[0]	data_temp[1]$_SDFFE_PP0P_	0.99	7
final	data_mod_i[0]	data_temp[3]$_SDFFE_PP0P_	1.14	7
## power by group
| group | internal (uW) | switching [uW] | total, uW |
|---|---|---|---|
| sequential | 257 | 32.5 | 290 |
| combinational | 91.9 | 72.2 | 164 |
| clock | 76.4 | 63.7 | 140 |
## layout make-up
type,instances,share of cell area [%]
Timing Repair Buffer,17,14.5
Sequential cell,19,37.1
Tap cell,54,5.83
Inverter,8,2.59
Multi-Input combinational cell,57,36.1
Clock buffer,4,3.88
## per-stage QoR
stage,hold slack [ns],total power [uW]
2_1_floorplan,0.400,405
3_3_place_gp,0.439,455
3_5_place_dp,0.444,461
4_1_cts,0.455,602
5_1_grt,0.498,640
6_report,0.447,594
## per-layer routing
layer	routed length (um)	vias to the layer above	part of all wire [%]	GRT usage (%)
met1	822	290	50	5.70
li1	-	332	-	-
met2	635	18	39	6.25
met3	176	2	11	2.48
met4	10	0	0.61	0.434
met5	0	-	0	0
## kinds of logic (layout without fill, tap and decap cells)
logic type / after synthesis / in the layout / share of synthesized area, %
multiplexers: 11 / 11 / 13.3
flip-flops: 19 / 19 / 46.8
adder cells (fa/ha/maj): 6 / 6 / 8.16
XOR/XNOR: 2 / 2 / 1.91
buffers and inverters: 12 / 29 / 7.62
AND-OR/OR-AND: 10 / 10 / 8.43
AND/OR/NAND/NOR: 28 / 28 / 13.7
## sequential cells by signal (all words and copies together) (netlist names)
signal and flops:
busy_o 1, data_temp 8, ser_data_o 1, ser_data_val_o 1, sh_count 4, sh_flag 1
val_width 3
## tightest hold or removal path, cell delays in order (launching register included)
cell and delay, ns:
dfxtp_1 0.31, nand2_1 0.05, nand2_1 0.04
Power and IR drop assume default switching activity.
