[flow/run.sh]
#!/bin/bash
# OpenROAD 26Q1-2900-gdf79404cd8, Yosys 0.63+post, stock flow scripts
make -C /OpenROAD-flow-scripts/flow DESIGN_CONFIG=/design/flow/config.mk WORK_HOME=/design/flow/orfs finish
[flow/config.mk]
export PLATFORM = sky130hd
export DESIGN_NAME = A3_task_top
export DESIGN_NICKNAME = A3_task_top
export VERILOG_FILES = /design/flow/design.v
export SDC_FILE = /design/flow/constraint.sdc
export NUM_CORES = 4
export LEC_CHECK = 1
export CORE_AREA = 10 10 104 104
export DIE_AREA = 0 0 114 114
[flow/constraint.sdc]
current_design A3_task_top

set clk_period 2.8
set clk_io_pct 0.2

create_clock -name clk0 -period $clk_period [get_ports {clk_i}]

set non_clock_inputs [all_inputs -no_clocks]
set_input_delay [expr $clk_period * $clk_io_pct] -clock clk0 $non_clock_inputs
set_output_delay [expr $clk_period * $clk_io_pct] -clock clk0 [all_outputs]
[flow/design.v]
module A3_task
#( parameter DESER_W = 8 )
(
  input logic                clk_i, srst_i, 
  input logic                data_val_i, 
  input logic                data_i,
  output logic [DESER_W-1:0] deser_data_o,
  output logic               deser_data_val_o
);  
logic [DESER_W-1:0]             data_temp;
logic                           sh_flag, start_flag;
logic [$clog2( DESER_W ) + 1:0] sh_count;
always_ff @( posedge clk_i )
  begin
    if ( srst_i ) 
      begin
        data_temp        <= 0;
        deser_data_o     <= 0;
        deser_data_val_o <= 0;
        sh_count         <= 0;
        sh_flag          <= 0;
      end
    else 
      if ( ( data_val_i ) && ( sh_count <= ( DESER_W -1 ) ) )
        begin
          data_temp[ ( ( DESER_W - 1 ) - sh_count ) ] <= data_i;
          if ( sh_count == ( DESER_W - 1 ) )
            sh_flag <= 1;
          sh_count  <= sh_count + 1;
        end
      else 
        if ( sh_flag )
          begin
            deser_data_o     <= data_temp;
            deser_data_val_o <= 1;
            sh_flag          <= 0;
          end
        else  
          begin
            deser_data_val_o <= 0;
            sh_count         <= 0;
            data_temp        <= 0;
            deser_data_o     <= 0;
          end
  end
endmodule
module A3_task_top
#( parameter DESER_W = 8 )
(
  input logic                clk_i, srst_i,
  input logic                data_val_i,
  input logic                data_i,
  output logic [DESER_W-1:0] deser_data_o,
  output logic               deser_data_val_o
);
logic               srst_i_buf;
logic               data_val_i_buf;
logic               data_i_buf;
logic [DESER_W-1:0] deser_data_o_buf;  
logic               deser_data_val_o_buf;
A3_task #( DESER_W ) A3_task_core_unit
(
  .clk_i            ( clk_i ),
  .srst_i           ( srst_i_buf ),
  .data_val_i       ( data_val_i_buf ),
  .data_i           ( data_i_buf ),
  .deser_data_o     ( deser_data_o_buf ),
  .deser_data_val_o ( deser_data_val_o_buf )
);
always_ff @( posedge clk_i )
  begin
    srst_i_buf       <= srst_i;
    data_val_i_buf   <= data_val_i;
    data_i_buf       <= data_i;
    deser_data_o     <= deser_data_o_buf;
    deser_data_val_o <= deser_data_val_o_buf;
  end
endmodule
==> run notes <==
From the run reports.

- The run finished with clean final reports.
- The number of placed I/O pins reads 13.
- After routing, the total negative slack on setup checks comes to 0 ns.
- The area of the core is 8680 um^2.
- The tally of buffers added on design ports is 12.
- The total DRC errors in the routed layout reads 0.
- The data required time at the worst endpoint reads 2.96 ns.
- The post-synthesis area per instance is 9.47 um^2.
- The static power due to leakage reads 0.737 nW.
- The stage-log warning count is 27.
- The signal on the critical path passes through and3_1 -> nand2_1 -> ha_1 -> nor4b_2 -> nor4bb_1 -> nand3_1 -> a31oi_1 -> o31ai_1.
- The maximum clock insertion buffer count reads 2.
- The clock skew is 0.00315 ns.
- The insertion delay to the later sink of the worst-skew pair reads 0.28 ns.
- The tightest min-delay check is of the reg -> reg type.
- The report lists the number of standard-cell rows as 34.
- The switching part of the total power reads 22.4%.
- The post-CTS clock slew at the launch and capture registers of the worst setup and hold paths is 0.07 ns.
- Setup slack on the critical path of the routed design comes to 0.281 ns.
- The total cell area at the placement stage reads 1810 um^2.
- The timing-limited maximum frequency is 397 MHz.
- The maximum number of pins on one net before global-route repair is 21.
- The fraction of layout instances using a drive strength above 1 is 11.0%.
- The count of hold-fix buffers inserted at cts is 0.
- Combinational logic burns 3.8% of the power.
- The final critical-path required period reads 2.52 ns.
- Per the OpenROAD floorplan log, the area of the die is 13000 um^2.
- The pre-antenna-repair detailed-routing pass consisted of 4 iterations.
- The share of flip-flops with an asynchronous set or reset is 0%.
- The die outline height reads 114 um.
- The detail-routed via count per cell is 4.11.
- The number of antenna violations at the first check in global routing reads 0.
- The part of the cycle the worst path needs reads 90.0%.
- The hold violation total from the final report is 0.
- The standard cell with the maximum stage delay on the critical path reads sky130_fd_sc_hd__dfxtp_1.
- The first-pass GRT wire length is 5110 um.
- After synthesis, the cell types taking the most area are sky130_fd_sc_hd__dfxtp_1 (46%), sky130_fd_sc_hd__ha_1 (8.2%), sky130_fd_sc_hd__nand2_1 (7.1%).
- In the synthesized netlist, the number of instances is 162.
- The number of register bits inferred by synthesis reads 35.
- The buffers plus inverters on the worst setup path is 0.
- The sum of routed wire length over all layers is 2930 um.
- Looking at the cell usage after synthesis, the top flip-flop cell is sky130_fd_sc_hd__dfxtp_1.
- Per the post-route antenna check, the number of violating nets is 0.
- The number of global-route vias before repair is 1150.
- The yosys-reported design area after synthesis reads 1530 um^2.
- The worst-case setup slack after placement is 0.255 ns.
- The launch point of the critical path reads A3_task_core_unit.sh_count[0].
- The width of the die reads 114 um.
- Recorded from the global router log, the overflow total was 0.
- The number of design-rule violations left by the first detailed-router iteration reads 33.
- The CTS tree is built.
- The startpoint type of the worst setup path reads a flip-flop.
- The clock network fraction of total power reads 39.2%.
- The net switching power figure reads 0.200 mW.
- The largest fanout of any net on the critical path reads 10.
- The total routing resource utilization after global routing reads 4.54%.
- The dominant delay contributor by cell family on the critical path reads simple AND/OR/NAND/NOR gates.
- The total power density per cell area reads 469 nW/um^2.
- By startpoint and endpoint, the worst setup path is classified as reg -> reg.
- The worst setup path is captured at a flip-flop.
- For this run, the slowest stage of the critical path takes 0.50 ns.
- For this run the detailed placement stage logged an HPWL of 2110 um.
- Once the floorplan was initialized, standard cells occupied 17.7% of the core.
- The level count of the clock H-tree reads 2.
- In this run the VDD rail shows a maximum IR drop of 0.241 mV.
- In this run, synthesis inferred 0 flip-flops with an integrated enable.
- The library cell used as clock root buffer is sky130_fd_sc_hd__clkbuf_8.
- The area of all placed cells without fillers is 1900 um^2.
- Data on the critical path arrives at its endpoint at 2.68 ns.
- The routed design ends up with an antenna cell count of 0.
- The launch instance of the worst min-delay path is A3_task_core_unit.deser_data_o[4].
- The layout overhead on the synthesized area is 23.8%.
- The share of the Yosys chip area taken by registers is 45.7%.
- Per the finish-stage timing summary, setup violations number 0.
- At the pin with the least slew margin, the transition time is 0.366 ns.
- The number of standard cells reported by yosys reads 162.
- The worst max-slew margin expressed relative to the limit reads 75.3%.
- The largest area contributor in the synthesized netlist reads sky130_fd_sc_hd__dfxtp_1.
- The internal power reads 0.691 mW.
- The global placement routability congestion reads 0.857.
- After synthesis the cells add up to 1530 um^2.
- The number of pins exceeding their max-slew limit in the final report reads 0.
- The final routed wire length divided by cell count reads 10.1 um.
- Setup repair after global routing left no endpoint under its margin.
- The total via count after detailed routing is 1187.
- The register share of total power reads 57.0%.
- CTS added clock buffers totalling 5.
- In this run the critical register-to-register path is launched from A3_task_core_unit.sh_count[0].
- After synthesis, the netlist uses 45 different library cells.
- The area fraction of the largest cell type after synthesis is 45.7%.
- Max-cap violations in this run came to 0.
- The clock tree has to reach 35 sinks.
- The Yosys warning count reads 2.
through the flow:
stage | utilization, % | power (mW) | hold slack (ns) | std cells
4_1_cts | 21.8 | 0.904 | 0.351 | 289
6_report | 21.9 | 0.891 | 0.350 | 289
2_1_floorplan | - | 0.542 | 0.331 | 162
3_3_place_gp | 20.8 | 0.553 | 0.338 | 281
5_1_grt | 21.9 | 0.930 | 0.357 | 289
3_5_place_dp | 20.8 | 0.553 | 0.341 | 281
area by class of cell:
cell class	instances	area, um^2
clock buffer	6	72.6
tap	108	135
multi-input combinational	114	787
inverter	5	18.8
timing repair buffer	19	173
fill	969	6780
sequential	35	701
clock inverter	2	12.5
power groups by stage:
stage     logic, mW  clock network, mW  registers [mW]
6_report     0.0338              0.349           0.508
4_1_cts      0.0339              0.362           0.507
5_1_grt      0.0376              0.384           0.508
synthesized netlist by cell type (2+ instances only):
cell type / instances
sky130_fd_sc_hd__dfxtp_1: 35
sky130_fd_sc_hd__nand2_1: 29
sky130_fd_sc_hd__o211ai_1: 12
sky130_fd_sc_hd__ha_1: 10
sky130_fd_sc_hd__nor2_1: 7
sky130_fd_sc_hd__nand4_1: 6
sky130_fd_sc_hd__buf_2: 5
sky130_fd_sc_hd__inv_1: 5
sky130_fd_sc_hd__a22o_1: 3
sky130_fd_sc_hd__nand3_1: 3
sky130_fd_sc_hd__nand3b_1: 3
sky130_fd_sc_hd__nor3_1: 3
sky130_fd_sc_hd__xor2_1: 3
sky130_fd_sc_hd__a21oi_1: 2
sky130_fd_sc_hd__and3_1: 2
sky130_fd_sc_hd__and4b_1: 2
sky130_fd_sc_hd__clkbuf_1: 2
sky130_fd_sc_hd__nor4b_2: 2
sky130_fd_sc_hd__o21ai_0: 2
final timing paths:
kind                                          to  slack (ns)  cells past startpoint
hold / removal                   deser_data_o[4]        0.35                      0
setup / recovery  A3_task_core_unit.data_temp[4]        0.28                      8
hold reg to reg                  deser_data_o[4]        0.35                      0
setup reg to reg  A3_task_core_unit.data_temp[4]        0.28                      8
sequential cells by signal, summed over array words and instances (netlist names):
name	flops
A3_task_core_unit.data_temp	8
srst_i_buf	1
deser_data_o	8
data_i_buf	1
data_val_i_buf	1
A3_task_core_unit.sh_count	5
A3_task_core_unit.sh_flag	1
A3_task_core_unit.deser_data_o	8
deser_data_val_o	1
A3_task_core_unit.deser_data_val_o	1
layout by cell type (no fill, tap or decap), types with 2 or more instances in the layout:
master and instances:
sky130_fd_sc_hd__o21ai_0 2, sky130_fd_sc_hd__ha_1 10, sky130_fd_sc_hd__nand3b_1 3, sky130_fd_sc_hd__nand4_1 6
sky130_fd_sc_hd__and3_1 2, sky130_fd_sc_hd__nor2_1 7, sky130_fd_sc_hd__nor3_1 3, sky130_fd_sc_hd__dfxtp_1 35
sky130_fd_sc_hd__inv_1 5, sky130_fd_sc_hd__clkdlybuf4s50_1 12, sky130_fd_sc_hd__a21oi_1 2, sky130_fd_sc_hd__a22o_1 3
sky130_fd_sc_hd__and4b_1 2, sky130_fd_sc_hd__clkbuf_8 5, sky130_fd_sc_hd__nand2_1 29, sky130_fd_sc_hd__nand3_1 3
sky130_fd_sc_hd__xor2_1 3, sky130_fd_sc_hd__buf_4 7, sky130_fd_sc_hd__o211ai_1 12
cell families (layout without fill, tap and decap cells):
| logic type | after synthesis | after routing | share of synthesized area [%] |
|---|---|---|---|
| XOR/XNOR | 3 | 3 | 1.71 |
| multiplexers | 1 | 1 | 0.734 |
| AND-OR/OR-AND | 30 | 30 | 14.6 |
| AND/OR/NAND/NOR | 70 | 70 | 25.5 |
| flip-flops | 35 | 35 | 45.7 |
| adder cells (fa/ha/maj) | 10 | 10 | 8.16 |
| buffers and inverters | 13 | 32 | 3.59 |
per-layer routing:
metal | vias to the layer above | wire length [um] | part of all wire [%] | GRT usage, %
li1 | 633 | - | - | -
met1 | 536 | 1540 | 53 | 6.42
met2 | 18 | 1200 | 41 | 6.76
met3 | 0 | 191 | 6.5 | 1.70
met4 | 0 | 0 | 0 | 0.334
met5 | - | 0 | 0 | 0
repair_timing:
| action | 4_1_cts | 5_1_grt |
|---|---|---|
| buffers inserted | 0 | 0 |
| endpoints found under the setup margin | 0 | 3 |
| gates resized | 0 | 1 |
Power figures rest on the tool's default switching activity, not on a simulated workload.
